## flow/design.v

```verilog
module axi_stream_insert_header #(
    parameter DATA_WD = 32,
    parameter DATA_BYTE_WD = DATA_WD / 8,
    parameter BYTE_CNT_WD = $clog2(DATA_BYTE_WD)
) (
    input                        clk,
    input                        rst_n,
    input                        valid_in,
    input [DATA_WD-1 : 0]        data_in,
    input [DATA_BYTE_WD-1 : 0]   keep_in,
    input                        last_in,
    output                       ready_in,
    output                       valid_out,
    output [DATA_WD-1 : 0]       data_out,
    output [DATA_BYTE_WD-1 : 0]  keep_out,
    output                       last_out,
    input                        ready_out,
    input                        valid_insert,
    input [DATA_WD-1 : 0]        data_insert,
    input [DATA_BYTE_WD-1 : 0]   keep_insert,
    input [BYTE_CNT_WD-1 : 0]    byte_insert_cnt,
    output                       ready_insert
);
    reg ready_in_r1;
    reg ready_in_r2;
    reg valid_out_r;
    reg [DATA_WD-1 : 0]      data_out_r;
    reg [DATA_BYTE_WD-1 : 0] keep_out_r;
    reg last_out_r;
    reg ready_insert_r;
    assign ready_in  = ready_in_r1;
    assign valid_out = valid_out_r;
    assign data_out  = data_out_r;
    assign keep_out  = keep_out_r;
    assign last_out  = last_out_r;
    assign ready_insert = ready_insert_r;
    reg [DATA_WD-1 : 0] data_in_r;
    reg [DATA_BYTE_WD-1 : 0] keep_in_r;
    reg [DATA_BYTE_WD-1 : 0] keep_insert_r;
    always @(posedge clk or negedge rst_n) begin
        if(~rst_n) begin
            ready_insert_r <= 0;
        end 
        else if (ready_in) begin
            ready_insert_r <= 0;
        end
        else if (valid_insert && valid_in) begin
    	    ready_insert_r <= 1;
        end
        else begin
    	    ready_insert_r <= ready_insert_r;
        end
    end
    always@(posedge clk or negedge rst_n)begin
        if(!rst_n)begin
    	    ready_in_r1 <= 0;
        end
        else if(last_in)begin
    	    ready_in_r1 <= 0;
        end
        else if(valid_in && valid_insert && ready_insert)begin
    	    ready_in_r1 <= 1;
        end
        else begin 
    	    ready_in_r1 <= ready_in_r1;
        end
    end
    always@(posedge clk or negedge rst_n)begin
        if(!rst_n)
    	    ready_in_r2 <= 0;
        else
    	    ready_in_r2 <= ready_in_r1;
    end
    always@(posedge clk or negedge rst_n)begin
        if(!rst_n)
    	    data_in_r <= 0;
        else
    	    data_in_r <= data_in;
    end
    always@(posedge clk or negedge rst_n)begin
        if(!rst_n)
    	    keep_in_r <= 0;
        else
    	    keep_in_r <= keep_in;
    end
    always@(posedge clk or negedge rst_n)begin
        if(!rst_n)begin
            valid_out_r <= 0;
            data_out_r  <= 0;
            keep_out_r  <= 0;
            last_out_r  <= 0;
	        keep_insert_r <= 0;
        end
        else if(ready_out)begin
            if(ready_in_r1 && ready_in_r2)begin
                case(keep_insert)
   	                4'b1111: data_out_r <= data_in_r;
   	                4'b0111: data_out_r <= {data_in_r[23:0],data_in[DATA_WD-1:24]};
   	                4'b0011: data_out_r <= {data_in_r[15:0],data_in[DATA_WD-1:16]};
   	                4'b0001: data_out_r <= {data_in_r[7:0],data_in[DATA_WD-1:8]};
   	                4'b0000: data_out_r <= data_in;
   	                default: data_out_r <= data_out_r;
 	            endcase
 	            valid_out_r <= 1;
 	            keep_out_r  <= 4'b1111;
 	            last_out_r  <= 0;
	            keep_insert_r <= keep_insert;
            end
            else if(ready_in_r1)begin
                case(keep_insert)
   	                4'b1111: data_out_r <= data_insert;
   	                4'b0111: data_out_r <= {data_insert[23:0],data_in[DATA_WD-1:24]};
   	                4'b0011: data_out_r <= {data_insert[15:0],data_in[DATA_WD-1:16]};
   	                4'b0001: data_out_r <= {data_insert[7:0],data_in[DATA_WD-1:8]};
   	                4'b0000: data_out_r <= data_in;
   	                default: data_out_r <= data_out_r;
 	            endcase
 	            valid_out_r <= 1;
   	            keep_out_r  <= 4'b1111;
 	            last_out_r  <= 0;
	            keep_insert_r <= keep_insert_r;
            end
            else if(ready_in_r2)begin
	            case({keep_insert_r,keep_in_r})
	                8'b1111_1111:begin
				            data_out_r <= data_in_r;
				            keep_out_r <= 4'b1111;
			                end 
		            8'b0111_1111:begin
				            data_out_r <= {data_in_r[23:0],8'b0};
				            keep_out_r <= 4'b1110;
			                end
    		        8'b0011_1111:begin
				            data_out_r <= {data_in_r[15:0],16'b0};
				            keep_out_r <= 4'b1100;
		     	            end
		            8'b0001_1111: begin
				            data_out_r <= {data_in_r[7:0],24'b0};
				            keep_out_r <= 4'b1000;
			                end
		            8'b1111_1110:begin
				            data_out_r <= {data_in_r[23:0],8'b0};
				            keep_out_r <= 4'b1110;
			                end
		            8'b0111_1110:begin
				            data_out_r <= {data_in_r[23:8],16'b0};
				            keep_out_r <= 4'b1100;
			                end
    		        8'b0011_1110:begin
				            data_out_r <= {data_in_r[15:8],24'b0};
				            keep_out_r <= 4'b1000;
			                end
		            8'b1111_1100:begin
				            data_out_r <= {data_in_r[DATA_WD-1:16],16'b0};
				            keep_out_r <= 4'b1100;
			                end
		            8'b0111_1100:begin
				            data_out_r <= {data_in_r[23:16],24'b0};
				            keep_out_r <= 4'b1000;
			                end
		            8'b1111_1000:begin
				            data_out_r <= {data_in_r[DATA_WD-1:16],24'b0};
				            keep_out_r <= 4'b1000;
			                end
		            default : begin 
				            data_out_r <= data_in_r;
				            keep_out_r <= 4'b0;
			                end
	            endcase
	            valid_out_r <= 1;
    	        last_out_r  <= 1;
                keep_insert_r <= keep_insert_r;
            end
            else begin
                valid_out_r <= 0;
                data_out_r  <= data_out_r;
                keep_out_r  <= keep_out_r;
                last_out_r  <= 0;
                keep_insert_r <= keep_insert_r;
            end
        end	
        else begin
            valid_out_r <= 0;
	        data_out_r  <= data_out_r;
	        keep_out_r  <= keep_out_r;
	        last_out_r  <= 0;
        end
    end						
endmodule
```

## flow/run.sh

```bash
#!/bin/bash
# OpenROAD 26Q1-2900-gdf79404cd8, Yosys 0.63+post, stock flow scripts
make -C /OpenROAD-flow-scripts/flow DESIGN_CONFIG=/design/flow/config.mk WORK_HOME=/design/flow/orfs finish
```

## flow/config.mk

```make
export PLATFORM = sky130hd
export DESIGN_NAME = axi_stream_insert_header
export DESIGN_NICKNAME = axi_stream_insert_header
export VERILOG_FILES = /design/flow/design.v
export SDC_FILE = /design/flow/constraint.sdc
export NUM_CORES = 4
export LEC_CHECK = 1
export CORE_UTILIZATION = 50
```

## flow/constraint.sdc

```tcl
current_design axi_stream_insert_header

set clk_period 3.7
set clk_io_pct 0.2

create_clock -name clk0 -period $clk_period [get_ports {clk}]

set non_clock_inputs [all_inputs -no_clocks]
set_input_delay [expr $clk_period * $clk_io_pct] -clock clk0 $non_clock_inputs
set_output_delay [expr $clk_period * $clk_io_pct] -clock clk0 [all_outputs]
```

==> metrics.log <==
[report] implementation figures
INFO  metric grt_use_total = 38.6%
INFO  metric die-area = 12500 µm²
INFO  metric drt_pass1_iterations = 27
INFO  metric grt_max_degree = approximately 56
INFO  metric post-route-period-util = between 70% and 80%
INFO  metric worst_hold_path_type = in -> async
INFO  metric placementRows = 39
INFO  metric floorplan.die.width = 112 µm
INFO  metric cp_cell_sequence = clkdlybuf4s50_1 -> buf_4 -> nor3b_1 -> buf_4 -> a22oi_1 -> a221oi_1 -> nor3_1 -> a31oi_1
INFO  metric crit_path_start_kind = input pin
INFO  metric timing.max_cap.violations = 0
INFO  metric timing.setup.tns = 0 ns
INFO  metric total_antenna_diodes_in_the_routed_design = 0
INFO  metric number_of_antenna_violations_at_the_first_check_in_global_routing = 0
INFO  metric finalSetupViolCount = 0
INFO  metric cts.repair_timing.setup_buffer_count = 0
INFO  metric timing.clock.skew = around 0.0071 ns
INFO  metric fp_util = 52.0%
INFO  metric ys.flop_type = sky130_fd_sc_hd__dfrtp_1
INFO  metric max-slew-margin-rel = 42.3%
INFO  metric cts_tree = yes
INFO  metric cp.required = about 4.0 ns
INFO  metric critical-path-slowest-cell = sky130_fd_sc_hd__clkdlybuf4s50_1
INFO  metric drt_first_iter_violations = 704
INFO  metric synth_flops = slightly above 80
INFO  metric cts-root-buf = sky130_fd_sc_hd__clkbuf_16
INFO  metric grt_pass1_wl = 35.9 mm
INFO  metric final-max-slew-violation-count = 0
INFO  metric layout.cell_area.non_filler = 7560 µm²
INFO  metric f_max = 365 MHz
INFO  metric die_y_extent = 112 µm
INFO  metric clock_sinks = 81
INFO  metric power_density = 425 nW/µm²
INFO  metric netlist_top_cells_area = sky130_fd_sc_hd__dfrtp_1 34%, sky130_fd_sc_hd__mux2i_1 5.2%, sky130_fd_sc_hd__o21ai_0 4.0%
INFO  metric hold_viol = 0
INFO  metric count_of_flip_flops_with_a_built_in_enable_after_synthesis = 0
INFO  metric max-clock-path-buffers = 2
INFO  metric critical_path_peak_fanout = 16
INFO  metric critPathCaptureType = flop
INFO  metric synth_seq_share = approximately a third
INFO  metric tool_warnings = 28
INFO  metric fin_total_pwr = 0.00321 W
INFO  metric fin_worst_hold_slack = around 0.46 ns
INFO  metric layout_top_cells = 114 x sky130_fd_sc_hd__clkdlybuf4s50_1, 81 x sky130_fd_sc_hd__dfrtp_1, 60 x sky130_fd_sc_hd__nor2_1
INFO  metric post_synth_num_cell_types = 74
INFO  metric rsz0062_at_grt = false
INFO  metric worst_path_most_repeated_cell = sky130_fd_sc_hd__buf_4
INFO  metric first_global_vias = roughly 6300
INFO  metric outcome = complete, no violations
INFO  metric lay_top_count = sky130_fd_sc_hd__clkdlybuf4s50_1
INFO  metric crit_arrival = 3.01 ns
INFO  metric hold_buffers = 0
INFO  metric synth-warning-count = 1
INFO  metric slowest_delay = roughly 0.54 ns
INFO  metric boundaryPins = 120
INFO  metric finalWirelength = 22.8 mm
INFO  metric core_region_area = 11600 µm²
INFO  metric instance_tally_after_logic_synthesis = 679
INFO  metric post_dp_cell_area = 7260 µm²
INFO  metric asyncSetResetFlopFracSynth = 100%
INFO  metric numCtsBuffers = 9
INFO  metric mappedNetlistArea = 6020 µm²
INFO  metric avgSynthCellArea = 8.86 µm²
INFO  metric yosys.stat.chipArea = between 6000 and 7000 µm²
INFO  metric ir_drop = between 200 and 300 µV
INFO  metric areaGrowthSynthToFinish = 25.7%
INFO  metric timing_worst_slew_pin_value = around 0.86 ns
INFO  metric buffer_ports.inserted = 117
INFO  metric wl_per_cell = 24.6 µm
INFO  metric final.min_clock_period = 2.74 ns
INFO  metric drc_errors = 0
INFO  metric num_vias = 6400
INFO  metric timing_worst_setup_path_type = in -> reg
INFO  metric post_route_cells_drive_above_1_share = 12.3%
INFO  metric global_placement_routability_congestion = around 0.97
INFO  metric cts.reportedPaths.clkPinSlew = 0.07 ns
INFO  metric dp_hpwl = 16.0 mm
INFO  metric grt_remaining_overflow = 0
INFO  metric vias_per_cell = 6.92
INFO  metric cts_htree_levels = 3
INFO  metric antenna_left = 0
INFO  metric synth.yosys.num_cells = roughly 680
INFO  metric clkLatencyLatePin = 0.35 ns
INFO  metric yosysTopAreaCellShare = 33.7%
INFO  metric power_leakage = 2.86 nW
INFO  metric synth_top_cell_by_area = sky130_fd_sc_hd__dfrtp_1
INFO  metric post_cts_resized = 0
-- report_power, final --
| part | switching, W | internal [W] |
|---|---|---|
| combinational | 0.000437 | 0.000584 |
| sequential | 0.000173 | 0.00107 |
| clock | 0.000396 | 0.000546 |
-- critical path, delay by kind of cell --
kind	cells	cell delay, ns
buf+inv	3	1.05
simple gates	2	0.63
compound gates	3	0.58
-- metal layers --
| metal | vias up | track usage (%) | share of wire [%] |
|---|---|---|---|
| met5 | - | 0 | 0 |
| li1 | 2838 | - | - |
| met3 | 56 | 10.6 | 12 |
| met2 | 445 | 54.6 | 43 |
| met4 | 0 | 8.11 | 2.2 |
| met1 | 3061 | 60.8 | 43 |
-- cell usage after synthesis (4+ instances only) --
master,n
sky130_fd_sc_hd__dfrtp_1,81
sky130_fd_sc_hd__nor2_1,60
sky130_fd_sc_hd__nand2_1,49
sky130_fd_sc_hd__o21ai_0,48
sky130_fd_sc_hd__a21oi_1,40
sky130_fd_sc_hd__mux2i_1,31
sky130_fd_sc_hd__buf_2,28
sky130_fd_sc_hd__clkbuf_1,23
sky130_fd_sc_hd__a221oi_1,21
sky130_fd_sc_hd__mux2_2,19
sky130_fd_sc_hd__inv_1,18
sky130_fd_sc_hd__o211ai_1,16
sky130_fd_sc_hd__a211oi_1,14
sky130_fd_sc_hd__a32oi_1,14
sky130_fd_sc_hd__nand3_1,13
sky130_fd_sc_hd__o22ai_1,12
sky130_fd_sc_hd__a31oi_1,11
sky130_fd_sc_hd__nand4_1,11
sky130_fd_sc_hd__nand3b_1,9
sky130_fd_sc_hd__o221ai_1,9
sky130_fd_sc_hd__a22oi_1,7
sky130_fd_sc_hd__a2bb2oi_1,7
sky130_fd_sc_hd__a41oi_1,7
sky130_fd_sc_hd__o211a_1,7
sky130_fd_sc_hd__a32o_1,6
sky130_fd_sc_hd__nor2b_1,6
sky130_fd_sc_hd__o21bai_1,6
sky130_fd_sc_hd__o41ai_1,6
sky130_fd_sc_hd__a22o_1,5
sky130_fd_sc_hd__and3_1,5
sky130_fd_sc_hd__nand2b_1,5
sky130_fd_sc_hd__nor3_1,5
sky130_fd_sc_hd__o21a_1,5
sky130_fd_sc_hd__o2bb2ai_1,5
sky130_fd_sc_hd__buf_6,4
sky130_fd_sc_hd__nor3b_1,4
sky130_fd_sc_hd__nor4b_1,4
sky130_fd_sc_hd__o22a_1,4
sky130_fd_sc_hd__o32a_1,4
sky130_fd_sc_hd__or3b_2,4
-- cells by family after synthesis --
family                 synth area share (%)
AND/OR/NAND/NOR                        17.3
flip-flops                             33.7
AND-OR/OR-AND                          33.6
multiplexers                           8.71
buffers and inverters                  6.57
XOR/XNOR                              0.146
-- layout make-up --
type                            count  area, µm²
Multi-Input combinational cell    519       3590
Tap cell                          143        179
Timing Repair Buffer              148       1390
Clock buffer                       11        243
Inverter                           18       67.6
Fill cell                         923       4000
Sequential cell                    81       2030
Clock inverter                      5       62.6
-- registers in the layout (all words and copies together) (netlist names) --
| register | count |
|---|---|
| data_in_r | 32 |
| data_out_r | 32 |
| keep_in_r | 4 |
| keep_insert_r | 4 |
| keep_out_r | 4 |
| last_out_r | 1 |
| ready_in_r1 | 1 |
| ready_in_r2 | 1 |
| ready_insert_r | 1 |
| valid_out_r | 1 |
-- final timing paths --
| kind | from | endpoint | slack (ns) | depth (start not counted) |
|---|---|---|---|---|
| max in group asynchronous | rst_n | data_in_r[26] | 2.34 | 2 |
| max | keep_insert[0] | data_out_r[25] | 0.96 | 8 |
| min | rst_n | last_out_r | 0.46 | 1 |
| min reg2reg | data_out_r[4] | data_out_r[4] | 0.48 | 2 |
| max reg2reg | keep_insert_r[2] | data_out_r[3] | 1.28 | 6 |
| min in group clk0 | data_out_r[4] | data_out_r[4] | 0.48 | 2 |
-- stage by stage --
| step | util (%) | setup WS [ns] | std cells |
|---|---|---|---|
| floorplan | - | 1.51 | 679 |
| global route | 65.4 | 0.846 | 925 |
| global placement | 62.8 | 0.661 | 909 |
| detailed placement | 62.8 | 0.682 | 909 |
| finish | 65.4 | 0.964 | 925 |
| CTS | 65.4 | 1.04 | 925 |
Power figures rest on the tool's default switching activity, not on a simulated workload.
